**flow/run.sh**
```bash
#!/bin/bash
# OpenROAD 26Q1-2900-gdf79404cd8, Yosys 0.63+post, stock flow scripts
make -C /OpenROAD-flow-scripts/flow DESIGN_CONFIG=/design/flow/config.mk WORK_HOME=/design/flow/orfs finish
```
**flow/config.mk**
```make
export PLATFORM = sky130hd
export DESIGN_NAME = counter
export DESIGN_NICKNAME = counter
export VERILOG_FILES = /design/flow/design.v
export SDC_FILE = /design/flow/constraint.sdc
export NUM_CORES = 4
export LEC_CHECK = 1
export CORE_UTILIZATION = 50
```
**flow/constraint.sdc**
```tcl
current_design counter

set clk_period 4.7
set clk_io_pct 0.2

create_clock -name clk0 -period $clk_period [get_ports {clk}]

set non_clock_inputs [all_inputs -no_clocks]
set_input_delay [expr $clk_period * $clk_io_pct] -clock clk0 $non_clock_inputs
set_output_delay [expr $clk_period * $clk_io_pct] -clock clk0 [all_outputs]
```
**flow/design.v**
```verilog
`timescale 1ns / 1ps
module bcd_4digits_counter(
			input wire 	  en,
			input wire 	  rst,
			input wire 	  clk,
			output wire 	  cout,
			output wire [3:0] bcd1,
			output wire [3:0] bcd2,
			output wire [3:0] bcd3,
			output wire [3:0] bcd4);
   wire [3:0] 				  couts;
   wire [3:0] 				  enableds;
   wire [3:0] 				  bcds[3:0];
    genvar 				  idx;
    generate
	    for (idx = 0; idx < 4; idx = idx+1) begin: bdc_x_4
   			bcd_counter bcd_1 (
				.clk(clk),
				.en(enableds[idx]),
				.rst(rst),
				.cout(couts[idx]),
				.bcd(bcds[idx]));  
		end
	endgenerate
   assign enableds[3] = couts[0] && couts[1] && couts[2];
   assign enableds[2] = couts[0] && couts[1];
   assign enableds[1] = couts[0] && en;
   assign enableds[0] = en;
   assign cout = couts[3];
   assign bcd1 = bcds[0];
   assign bcd2 = bcds[1];
   assign bcd3 = bcds[2];
   assign bcd4 = bcds[3];
endmodule
`timescale 1ns / 1ps
module bcd_counter (
		    input wire 	      en,
		    input wire 	      rst,
		    input wire 	      clk,
		    output reg 	      cout,
		    output wire [3:0] bcd
		    );
   reg [3:0] 			      tmp = 0;
   always @(posedge clk or posedge rst) begin
      if (rst) begin
      	 tmp = 4'b0;
      end
      else begin
         if (en) begin
            tmp = tmp + 1;
            cout = 0;
            if (tmp == 10) begin
               tmp = 0;
            end
            else if (tmp == 9) begin
               cout = 1;
            end
         end
      end
   end
   assign bcd = tmp;
endmodule
`timescale 1ns / 1ps
module binary_counter (
		    input wire 	      en,
		    input wire 	      rst,
		    input wire 	      clk,
		    output reg[17:0] 	cntr);
   always @(posedge clk or posedge rst) begin
      if (rst) begin
      	 cntr = 18'b0;
      end
      else begin
         if (en) begin
            cntr = cntr + 1;
         end
      end
   end
endmodule
`timescale 1ns / 1ps
module counter(
		input wire 	  en,
		input wire 	  rst,
		input wire 	  clk,
		output wire 	a, b, c, d, e, f, g,
		output wire 	a1, a2, a3, a4);
	wire     cout, real_en;
	wire [3:0] bcd1;
	wire [3:0] bcd2;
	wire [3:0] bcd3;
	wire [3:0] bcd4;
	wire	tick;
	wire [3:0] curr_bcd;
	wire [17:0] cntr;
	wire [1:0]  bcd_cntr;
	wire [6:0]  seven_seg;
	wire [3:0]	anodos;
	one_second one_second (.clk(clk), .tick(tick));
   	bcd_4digits_counter bcd_4digits_counter (
		.clk(clk),
		.en(tick),
		.rst(rst),
		.cout(cout),
		.bcd1(bcd1),
		.bcd2(bcd2),
		.bcd3(bcd3),
		.bcd4(bcd4));
   	mux mux (
	    .sel(bcd_cntr),
        .in0(bcd1),
        .in1(bcd2),
        .in2(bcd3),
        .in3(bcd4),
	    .out(curr_bcd));
	decoder_bcd_7s decoder_7s (
		.bcd(curr_bcd),
		.a(seven_seg[0]),
		.b(seven_seg[1]),
		.c(seven_seg[2]),
		.d(seven_seg[3]),
		.e(seven_seg[4]),
		.f(seven_seg[5]),
		.g(seven_seg[6]));
	decoder_2_4 decoder_2_4 (
		       .bcd(bcd_cntr),
		       .a1(anodos[0]),
		       .a2(anodos[1]),
		       .a3(anodos[2]),
		       .a4(anodos[3]));
	binary_counter binary_counter (
	    .clk(clk),
	    .en(real_en),
	    .rst(rst),
	    .cntr(cntr));
	assign bcd_cntr = cntr[17:16];
	assign a = seven_seg[0];
	assign b = seven_seg[1];
	assign c = seven_seg[2];
	assign d = seven_seg[3];
	assign e = seven_seg[4];
	assign f = seven_seg[5];
	assign g = seven_seg[6];
	assign a1 = anodos[0];
	assign a2 = anodos[1];
	assign a3 = anodos[2];
	assign a4 = anodos[3];
	assign real_en = ~en;
endmodule
`timescale 1ns / 1ps
module decoder_2_4 (
		       input wire [1:0] bcd,
		       output reg 	a1, a2, a3, a4);
	always@*
	begin
		case (bcd)
			2'b00:
				begin
					a1 = 0;
					a2 = 1;
					a3 = 1;
					a4 = 1;
				end
			2'b01:
				begin
					a2 = 0;
					a3 = 1;
					a4 = 1;
					a1 = 1;
				end
			2'b10:
				begin
					a3 = 0;
					a4 = 1;
					a1 = 1;
					a2 = 1;
				end
			2'b11:
				begin
					a4 = 0;
					a1 = 1;
					a2 = 1;
					a3 = 1;
				end
		endcase
	end
endmodule
`timescale 1ns / 1ps
module decoder_bcd_7s (
		       input wire [3:0] bcd,
		       output reg 	a, b, c, d, e, f, g);
	always@*
    begin
		case (bcd)
		  4'b0000:
		  	begin
		    	a = 0;
		    	b = 0;
		    	c = 0;
		    	d = 0;
		    	e = 0;
		    	f = 0;
		  		g = 1;
		  	end
		  4'b0001:
		  	begin
		  		a = 1;
		    	b = 0;
		    	c = 0;
		  		d = 1;
		  		e = 1;
		  		f = 1;
		  		g = 1;
		  	end
		  4'b0010:
		  	begin
			    a = 0;
			    b = 0;
				c = 1;
			    d = 0;
			    e = 0;
				f = 1;
			    g = 0;
		  	end
		  4'b0011:
		  	begin
				a = 0;
				b = 0;
				c = 0;
				d = 0;
		    	e = 1;
		    	f = 1;
				g = 0;
		  	end
		  4'b0100:
		  	begin
		    	a = 1;
		  		b = 0;
		  		c = 0;
		    	d = 1;
		    	e = 1;
		  		f = 0;
		  		g = 0;
		  	end
		  4'b0101:
		  	begin
		  		a = 0;
		    	b = 1;
		  		c = 0;
		  		d = 0;
		    	e = 1;
		  		f = 0;
		  		g = 0;
		  	end
		  4'b0110:
		  	begin
		  		a = 0;
		    	b = 1;
		  		c = 0;
		  		d = 0;
		  		e = 0;
		  		f = 0;
		  		g = 0;
		  	end
		  4'b0111:
		  	begin
		  		a = 0;
		  		b = 0;
		  		c = 0;
		    	d = 1;
		    	e = 1;
		    	f = 1;
		    	g = 1;
		  	end
		  4'b1000:
		  	begin
		    	a = 0;
		    	b = 0;
		    	c = 0;
		    	d = 0;
		    	e = 0;
		    	f = 0;
		    	g = 0;
		  	end
		  4'b1001:
		  	begin
		  		a = 0;
		  		b = 0;
		  		c = 0;
		  		d = 0;
		    	e = 1;
		  		f = 0;
		  		g = 0;
		  	end
		  default:
		  	begin
		    	a = 1;
		    	b = 1;
		    	c = 1;
		    	d = 1;
		    	e = 1;
		    	f = 1;
		    	g = 1;
		  	end
		endcase
	end
endmodule
`timescale 1ns / 1ps
module mux(
	   input wire [1:0] sel,
	   input wire [3:0] in0,
	   input wire [3:0] in1,
	   input wire [3:0] in2,
	   input wire [3:0] in3,
	   output reg [3:0] out);
	always@*
	begin
		case (sel)
			2'b00:
				out = in0;
			2'b01:
				out = in1;
			2'b10:
				out = in2;
			2'b11:
				out = in3;
		endcase
	end
endmodule
`timescale 1ns / 1ps
module one_second (
   input wire  clk,
   output reg  tick);
   integer counter = 0;
   always @(posedge clk) begin
      if (counter == 50000000) begin
         counter = 0;
         tick = 1;
      end
      else begin
         counter = counter + 1;
         tick = 0;
      end
   end
endmodule
```
==> flow_metrics.py <==
# Synthesis and PnR figures
metrics = {
    "synthesis": {
        "ys_seq_share_pct": 44.6,
        "synth-edff-count": 3,
        "ys_ff": 70,
        "synth.top_cell.area_share_pct": 23.7,
        "yosys_warnings": 7,
        "ys_top_cells_by_count": "44 x nand2_1, 37 x xnor2_1, 34 x dfrtp_1",
        "synth_cells": 371,
        "topCellsByArea": "dfrtp_1 24%, dfxtp_1 18%, xnor2_1 9.0%",
        "synth.avg_cell_area_sq_um": 9.68,
        "ys_cells": 371,
        "yosysUniqueCellTypes": 46,
        "synth_chip_area_sq_mm": 0.00359,
        "ys_async_sr_fraction_pct": 48.6,
        "syn_area_sq_mm": 0.00359,
        "synth_top_flop_cell": "dfrtp_1",
        "top_cell": "nand2_1",
        "synth_area_leader_cell": "dfrtp_1",
    },
    "timing": {
        "finalMaxSlewViolations": 0,
        "fin_crit_ps": 3690,
        "setup_tns_ps": 0,
        "setup_viol": 0,
        "clock.fmax_mhz": 271,
        "skew_ps": 11.9,
        "slew_headroom_pct": 68.7,
        "rsz0062_at_grt": "false",
        "fin_crit_sh_pct": 78.6,
        "worst_slew_pin_slew_ps": 466,
        "timing.final.ws_setup_ps": 1010,
        "report.final.hold_viol_count": 0,
    },
    "critical_path": {
        "cp_max_fo": 10,
        "reg2reg_from": "one_second.counter[3]",
        "crit_arrival_ps": 2750,
        "critPathLaunchType": "register",
        "path_class": "reg -> out",
        "cp-end-kind": "output pin",
        "required_ps": 3760,
        "crit_start": "binary_counter.cntr[16]",
    },
    "floorplanning": {
        "die_area_sq_mm": 0.00752,
        "die_w_microns": 86.7,
        "fp.dieH_microns": 86.7,
        "rows": 30,
        "fp_util_pct": 52.3,
        "ioPinCount": 14,
        "core_area_sq_mm": 0.00687,
    },
    "cells_and_area": {
        "layout-drive-gt1-share_pct": 7.34,
        "area_growth_pct": 11.5,
        "final_util_pct": 58.3,
    },
    "clocking": {
        "cts_resized": 0,
        "htree_num_levels": 3,
        "cts_buffer_depth": 2,
        "postCtsHoldBufs": 0,
        "clock_latency_ps": 340,
        "path_clk_slew_ps": 80,
        "cts_buffers": 9,
        "clock-sinks": 70,
        "post_cts_buffers": 0,
        "cts_root_buf": "clkbuf_8",
        "cts_tree": "done",
    },
    "run": {
        "drv_cap": 0,
        "warnings": 35,
    },
    "power_and_ir_drop": {
        "intPower_uw": 909,
        "pwr_density_cell_mw_per_mm2": 295,
        "switching_share_pct": 22.9,
        "power_mw": 1.18,
        "p_leak_nw": 1.61,
        "power_frac_seq_pct": 55.7,
        "ir_drop_uv": 201,
        "power.share.combinational_pct": 5.0,
        "p_sw_uw": 270,
        "clkPwrFrac_pct": 39.3,
    },
    "detailed_routing": {
        "ant_nets": 0,
        "drc": 0,
        "drt_iter0_drc": 138,
        "diodes": 0,
        "vias": 2565,
        "finalWirelength_mm": 6.10,
        "firstDrtPassIters": 4,
        "wl_per_cell_microns": 12.4,
        "viasPerCell": 5.22,
    },
    "placement": {
        "numPortBuffers": 13,
        "pre_cts_ws_ps": 1380,
        "dp_hpwl_mm": 4.29,
        "gp_congestion": 0.869,
    },
    "worst_hold_path": {
        "hp-class": "reg -> reg",
        "min_from": "one_second.counter[0]",
    },
    "status": {
        "status": "finished, final reports clean",
    },
    "global_routing": {
        "grt-ovfl-total": 0,
        "grt_max_degree": 25,
        "antenna_found_initial": 0,
        "grt_pass1_vias": 2312,
        "grt_pass1_wl_mm": 10.7,
        "grt_use_total_pct": 18.5,
    },
}
cell usage in the layout (no fill, tap or decap), drive strengths merged, types with 4 or more instances in the layout:
cell and n:
and2 7, dfxtp 33, nand2b 7, ha 17, clkdlybuf4s50 13, nor2 32, nor3 7, nand4 16
o21ai 10, xnor2 37, xor2 15, dfrtp 34, and4 6, a21oi 11, and3 5, inv 16
nand3 21, clkbuf 12, nand2 44, mux4 4
worst max-delay path: stages, from the launching register on:
cell and delay [ps]:
dfrtp_1 600, mux4_2 630, nor2_1 290, mux2_2 390
nand2_1 60, clkdlybuf4s50_1 450
cell type report:
cell class | count | area, sq um
Timing Repair Buffer | 15 | 145
Fill cell | 618 | 2870
Clock inverter | 4 | 48.8
Inverter | 16 | 60.1
Multi-Input combinational cell | 278 | 1890
Tap cell | 96 | 120
Sequential cell | 70 | 1600
Clock buffer | 12 | 135
flip-flops by register name, indices dropped and copies added, names as in the netlist:
signal	count
bcd_4digits_counter.bdc_x_4.bcd_1.tmp	16
binary_counter.cntr	18
one_second.counter	32
bcd_4digits_counter.bdc_x_4.bcd_1.cout	3
one_second.tick	1
final timing paths:
check | endpoint | slack, ps | cells after the start
worst max register to register | one_second.counter[1] | 2300 | 6
worst max-delay path | d | 1010 | 5
worst min register to register | one_second.counter[0] | 460 | 1
max in group asynchronous | binary_counter.cntr[13] | 3030 | 3
worst min-delay path | one_second.counter[0] | 460 | 1
min in group asynchronous | bcd_4digits_counter.bdc_x_4[3].bcd_1.tmp[1] | 990 | 2
power by group through the flow:
stage,Sequential [mW],Combinational (mW),Clock [mW]
global route,0.661,0.0707,0.502
finish,0.657,0.0594,0.463
CTS,0.657,0.0612,0.483
through the flow:
stage	std cells	area, sq um	hold WS (ps)
global placement	475	3820	443
CTS	491	4000	461
global route	491	4000	481
floorplan	371	3590	425
finish	491	4000	458
detailed placement	475	3820	444
logic make-up (layout without fill, tap and decap cells):
family	Yosys count	count (layout)	share of synthesized area (%)
and+or+nand+nor	161	161	23.2
adders and majority gates	17	17	5.93
xor gates and xnor gates	52	52	12.7
DFF	70	70	44.6
buffers and inverters	23	47	2.65
AOI/OAI and AO/OA	40	40	7.22
muxes	8	8	3.69
layer usage:
layer  vias to the layer above  share of wire (%)  track usage, %
li1                       1330                  -               -
met1                      1190                 54            32.0
met2                        40                 41            26.1
met3                         5                4.1            3.67
met4                         0               0.80            1.67
met5                         -                  0               0
No activity file was given, so power comes from the tool's default toggle rates.
